==> ./design.v <==
`timescale 1ns / 1ps
module wb_async_reg #
(
    parameter DATA_WIDTH = 32,                   
    parameter ADDR_WIDTH = 32,                   
    parameter SELECT_WIDTH = (DATA_WIDTH/8)      
)
(
    input  wire                    wbm_clk,
    input  wire                    wbm_rst,
    input  wire [ADDR_WIDTH-1:0]   wbm_adr_i,    
    input  wire [DATA_WIDTH-1:0]   wbm_dat_i,    
    output wire [DATA_WIDTH-1:0]   wbm_dat_o,    
    input  wire                    wbm_we_i,     
    input  wire [SELECT_WIDTH-1:0] wbm_sel_i,    
    input  wire                    wbm_stb_i,    
    output wire                    wbm_ack_o,    
    output wire                    wbm_err_o,    
    output wire                    wbm_rty_o,    
    input  wire                    wbm_cyc_i,    
    input  wire                    wbs_clk,
    input  wire                    wbs_rst,
    output wire [ADDR_WIDTH-1:0]   wbs_adr_o,    
    input  wire [DATA_WIDTH-1:0]   wbs_dat_i,    
    output wire [DATA_WIDTH-1:0]   wbs_dat_o,    
    output wire                    wbs_we_o,     
    output wire [SELECT_WIDTH-1:0] wbs_sel_o,    
    output wire                    wbs_stb_o,    
    input  wire                    wbs_ack_i,    
    input  wire                    wbs_err_i,    
    input  wire                    wbs_rty_i,    
    output wire                    wbs_cyc_o     
);
reg [ADDR_WIDTH-1:0] wbm_adr_i_reg = 0;
reg [DATA_WIDTH-1:0] wbm_dat_i_reg = 0;
reg [DATA_WIDTH-1:0] wbm_dat_o_reg = 0;
reg wbm_we_i_reg = 0;
reg [SELECT_WIDTH-1:0] wbm_sel_i_reg = 0;
reg wbm_stb_i_reg = 0;
reg wbm_ack_o_reg = 0;
reg wbm_err_o_reg = 0;
reg wbm_rty_o_reg = 0;
reg wbm_cyc_i_reg = 0;
reg wbm_done_sync1 = 0;
reg wbm_done_sync2 = 0;
reg wbm_done_sync3 = 0;
reg [ADDR_WIDTH-1:0] wbs_adr_o_reg = 0;
reg [DATA_WIDTH-1:0] wbs_dat_i_reg = 0;
reg [DATA_WIDTH-1:0] wbs_dat_o_reg = 0;
reg wbs_we_o_reg = 0;
reg [SELECT_WIDTH-1:0] wbs_sel_o_reg = 0;
reg wbs_stb_o_reg = 0;
reg wbs_ack_i_reg = 0;
reg wbs_err_i_reg = 0;
reg wbs_rty_i_reg = 0;
reg wbs_cyc_o_reg = 0;
reg wbs_cyc_o_sync1 = 0;
reg wbs_cyc_o_sync2 = 0;
reg wbs_cyc_o_sync3 = 0;
reg wbs_stb_o_sync1 = 0;
reg wbs_stb_o_sync2 = 0;
reg wbs_stb_o_sync3 = 0;
reg wbs_done_reg = 0;
assign wbm_dat_o = wbm_dat_o_reg;
assign wbm_ack_o = wbm_ack_o_reg;
assign wbm_err_o = wbm_err_o_reg;
assign wbm_rty_o = wbm_rty_o_reg;
assign wbs_adr_o = wbs_adr_o_reg;
assign wbs_dat_o = wbs_dat_o_reg;
assign wbs_we_o = wbs_we_o_reg;
assign wbs_sel_o = wbs_sel_o_reg;
assign wbs_stb_o = wbs_stb_o_reg;
assign wbs_cyc_o = wbs_cyc_o_reg;
always @(posedge wbm_clk) begin
    if (wbm_rst) begin
        wbm_adr_i_reg <= 0;
        wbm_dat_i_reg <= 0;
        wbm_dat_o_reg <= 0;
        wbm_we_i_reg <= 0;
        wbm_sel_i_reg <= 0;
        wbm_stb_i_reg <= 0;
        wbm_ack_o_reg <= 0;
        wbm_err_o_reg <= 0;
        wbm_rty_o_reg <= 0;
        wbm_cyc_i_reg <= 0;
    end else begin
        if (wbm_cyc_i_reg & wbm_stb_i_reg) begin
            if (wbm_done_sync2 & ~wbm_done_sync3) begin
                wbm_dat_o_reg <= wbs_dat_i_reg;
                wbm_ack_o_reg <= wbs_ack_i_reg;
                wbm_err_o_reg <= wbs_err_i_reg;
                wbm_rty_o_reg <= wbs_rty_i_reg;
                wbm_we_i_reg <= 0;
                wbm_stb_i_reg <= 0;
            end
        end else begin
            wbm_adr_i_reg <= wbm_adr_i;
            wbm_dat_i_reg <= wbm_dat_i;
            wbm_dat_o_reg <= 0;
            wbm_we_i_reg <= wbm_we_i & ~(wbm_ack_o | wbm_err_o | wbm_rty_o);
            wbm_sel_i_reg <= wbm_sel_i;
            wbm_stb_i_reg <= wbm_stb_i & ~(wbm_ack_o | wbm_err_o | wbm_rty_o);
            wbm_ack_o_reg <= 0;
            wbm_err_o_reg <= 0;
            wbm_rty_o_reg <= 0;
            wbm_cyc_i_reg <= wbm_cyc_i;
        end
    end
    wbm_done_sync1 <= wbs_done_reg;
    wbm_done_sync2 <= wbm_done_sync1;
    wbm_done_sync3 <= wbm_done_sync2;
end
always @(posedge wbs_clk) begin
    if (wbs_rst) begin
        wbs_adr_o_reg <= 0;
        wbs_dat_i_reg <= 0;
        wbs_dat_o_reg <= 0;
        wbs_we_o_reg <= 0;
        wbs_sel_o_reg <= 0;
        wbs_stb_o_reg <= 0;
        wbs_ack_i_reg <= 0;
        wbs_err_i_reg <= 0;
        wbs_rty_i_reg <= 0;
        wbs_cyc_o_reg <= 0;
        wbs_done_reg <= 0;
    end else begin
        if (wbs_ack_i | wbs_err_i | wbs_rty_i) begin
            wbs_dat_i_reg <= wbs_dat_i;
            wbs_ack_i_reg <= wbs_ack_i;
            wbs_err_i_reg <= wbs_err_i;
            wbs_rty_i_reg <= wbs_rty_i;
            wbs_we_o_reg <= 0;
            wbs_stb_o_reg <= 0;
            wbs_done_reg <= 1;
        end else if (wbs_stb_o_sync2 & ~wbs_stb_o_sync3) begin
            wbs_adr_o_reg <= wbm_adr_i_reg;
            wbs_dat_i_reg <= 0;
            wbs_dat_o_reg <= wbm_dat_i_reg;
            wbs_we_o_reg <= wbm_we_i_reg;
            wbs_sel_o_reg <= wbm_sel_i_reg;
            wbs_stb_o_reg <= wbm_stb_i_reg;
            wbs_ack_i_reg <= 0;
            wbs_err_i_reg <= 0;
            wbs_rty_i_reg <= 0;
            wbs_cyc_o_reg <= wbm_cyc_i_reg;
            wbs_done_reg <= 0;
        end else if (~wbs_cyc_o_sync2 & wbs_cyc_o_sync3) begin
            wbs_adr_o_reg <= 0;
            wbs_dat_i_reg <= 0;
            wbs_dat_o_reg <= 0;
            wbs_we_o_reg <= 0;
            wbs_sel_o_reg <= 0;
            wbs_stb_o_reg <= 0;
            wbs_ack_i_reg <= 0;
            wbs_err_i_reg <= 0;
            wbs_rty_i_reg <= 0;
            wbs_cyc_o_reg <= 0;
            wbs_done_reg <= 0;
        end
    end
    wbs_cyc_o_sync1 <= wbm_cyc_i_reg;
    wbs_cyc_o_sync2 <= wbs_cyc_o_sync1;
    wbs_cyc_o_sync3 <= wbs_cyc_o_sync2;
    wbs_stb_o_sync1 <= wbm_stb_i_reg;
    wbs_stb_o_sync2 <= wbs_stb_o_sync1;
    wbs_stb_o_sync3 <= wbs_stb_o_sync2;
end
endmodule
==> ./run.sh <==
#!/bin/bash
# OpenROAD 26Q1-2900-gdf79404cd8, Yosys 0.63+post, stock flow scripts
make -C /OpenROAD-flow-scripts/flow DESIGN_CONFIG=/design/flow/config.mk WORK_HOME=/design/flow/orfs finish
==> ./config.mk <==
export PLATFORM = sky130hd
export DESIGN_NAME = wb_async_reg
export DESIGN_NICKNAME = wb_async_reg
export VERILOG_FILES = /design/flow/design.v
export SDC_FILE = /design/flow/constraint.sdc
export NUM_CORES = 4
export LEC_CHECK = 1
export CORE_UTILIZATION = 30
==> ./constraint.sdc <==
current_design wb_async_reg

set clk_period 3.3
set clk_io_pct 0.2

create_clock -name clk0 -period $clk_period [get_ports {wbm_clk}]
create_clock -name clk1 -period $clk_period [get_ports {wbs_clk}]

set non_clock_inputs [all_inputs -no_clocks]
set_input_delay [expr $clk_period * $clk_io_pct] -clock clk0 $non_clock_inputs
set_output_delay [expr $clk_period * $clk_io_pct] -clock clk0 [all_outputs]
==> results_dict.tcl <==
# collected from the flow reports
set metrics [dict create \
    outcome "finished, final reports clean" \
    cp_max_fo 31 \
    holdPathStages 0 \
    tns_ns 0 \
    clkPwrFrac_pct 48.9 \
    drv_cap 0 \
    wl_mm 22.0 \
    clock_sinks 222 \
    drv_slew 0 \
    cts_tree "yes" \
    p_comb_share_pct 6.1 \
    nFillCells 2275 \
    cts-resized-gates 0 \
    postCtsSetupBuffers 0 \
    powerDensity_nw_per_um2 583 \
    setup_viol 0 \
    synth_top_cell_by_area "dfxtp_1" \
    stdcell_area_um2 10700 \
    grt_overflow_total 0 \
    avgSynthCellArea_um2 9.20 \
    initial_core_util_pct 30.5 \
    die_area_um2 25400 \
    ys_area_um2 7430 \
    critPathLaunch "wbs_err_i" \
    p_sw_share_pct 23.2 \
    rr_worst_depth 4 \
    initialDrtViolationCount 380 \
    worstReg2RegEnd "wbm_adr_i_reg[5]$_SDFFE_PP0N_" \
    io_pins 216 \
    ff2ff_setup_slack_ns 1.61 \
    place_area_um2 9820 \
    p_leak_nw 3.95 \
    tightest_slew_ns 0.792 \
    via_count 6525 \
    drt.antenna.violating_nets 0 \
    ys_cells 808 \
    netlist_area_um2 7430 \
    grt_pass1_vias 6172 \
    synth_top_area_share_pct 59.8 \
    rows 57 \
    synthCells 808 \
    hold_viol_final 0 \
    firstDrtPassIters 4 \
    post_drt_wl_per_cell_um 16.5 \
    required_ns 3.60 \
    ir_worst_vdd_uv 355 \
    ctsHoldBuffers 0 \
    die_w_um 159 \
    die_h_um 159 \
    ys.flops 222 \
    num_antenna_cells 0 \
    drive_gt1_share_pct 6.93 \
    area_delta_synth_final_pct 44.6 \
    antenna_found_initial 0 \
    viasPerCell 4.89 \
    warnings 26 \
    async_flop_share_pct 0 \
    reg2reg_from "wbm_cyc_i_reg$_SDFFE_PP0N_" \
    edf_count 0 \
    hpwl_mm 13.5 \
    crit_arrival_ns 2.61 \
    hp-class "flip-flop to flip-flop" \
    p_sw_mw 1.46 \
    cp-end-kind "flip-flop" \
    ys_types 20 \
    clkTransAtPathRegs_ns 0.07 \
    numPortBuffers 214 \
    rsz0062_at_grt "false" \
    yosysWarningCount 1 \
    gp_congestion 0.809 \
    seqPwrFrac_pct 45.0 \
    flop_cell "dfxtp_1" \
    most_common_cell "nand2_1" \
    path_class "input pin to flip-flop" \
    core_um2 24300 \
    relSlewSlack_pct 47.2 \
    grt_util_all_layers_pct 17.9 \
    grt_max_degree 72 \
    endpoint "wbs_dat_o_reg[4]$_SDFFE_PP0P_" \
    worstSetupStartpointType "input pin" \
    area_leaders "dfxtp_1 (60%), nand2_1 (12%), a32o_1 (9.6%)" \
    common_cells "nand2_1 (240), dfxtp_1 (222), a21oi_1 (138)" \
    internal-power_mw 4.81 \
    yosys.stat.seqShare_pct 59.8 \
    grt_pass1_wl_mm 34.8 \
    route.detailed.drc 0 \
    final.setup_skew_ns 0.0158 \
]
cell type report:
| type | count | area (µm²) | share of cell area [%] |
|---|---|---|---|
| Sequential cell | 222 | 4440 | 41.4 |
| Clock buffer | 31 | 699 | 6.51 |
| Clock inverter | 16 | 224 | 2.08 |
| Timing Repair Buffer | 231 | 2290 | 21.3 |
| Tap cell | 324 | 405 | 3.77 |
| Inverter | 1 | 3.75 | 0.0349 |
| Multi-Input combinational cell | 509 | 2680 | 24.9 |
per-layer routing:
| metal | vias up | wire length [µm] | track usage (%) |
|---|---|---|---|
| met5 | - | 0 | 0 |
| met4 | 0 | 260 | 2.10 |
| met3 | 17 | 2180 | 6.59 |
| met2 | 268 | 9460 | 25.5 |
| met1 | 3043 | 10100 | 27.3 |
| li1 | 3197 | - | - |
layout by cell type, fill, tap and decap left out:
master           instances
inv_2                    1
nor3_4                   1
buf_2                    1
and2_1                   1
nand2_2                  1
nor3_1                   1
clkdlybuf4s50_1        213
a21o_2                   1
nor3_2                   1
nand3_1                  4
nor2_1                   9
clkbuf_16               26
clkinv_8                 1
or3_1                    1
clkinvlp_4               5
clkinv_4                 1
clkinv_2                 2
and2_2                   1
inv_8                    2
clkbuf_1                 2
clkbuf_8                 3
a41oi_1                  3
inv_6                    1
a21oi_1                138
a32o_1                  71
nand2_1                239
nand4_1                 32
nor2b_2                  1
bufinv_16                4
nand2b_1                 4
buf_4                   15
buf_12                   2
dfxtp_1                222
worst max-delay path: stages:
cell	delay, ns
clkdlybuf4s50_1	0.48
or3_1	0.46
a21o_2	0.43
buf_12	0.28
a32o_1	0.27
power groups by stage:
stage	registers, mW	logic (mW)	clock network [mW]
after CTS	2.82	0.385	3.16
after global routing	2.83	0.418	3.28
final	2.82	0.381	3.07
cell families (layout without fill, tap and decap cells):
family / Yosys count / count (layout) / share of synthesized area (%)
AND/OR/NAND/NOR: 296 / 296 / 16.5
buffers and inverters: 77 / 279 / 4.38
AND-OR/OR-AND: 213 / 213 / 19.3
flip-flops: 222 / 222 / 59.8
stage by stage:
stage | worst slack [ns] | utilization (%) | total power [mW] | cells | hold slack (ns)
finish | 0.986 | 44.2 | 6.27 | 1334 | 0.328
floorplan | 1.26 | - | 3.04 | 808 | 0.310
detailed placement | 0.578 | 40.4 | 3.26 | 1287 | 0.315
global route | 0.940 | 44.2 | 6.52 | 1334 | 0.333
global placement | 0.590 | 40.4 | 3.26 | 1287 | 0.312
CTS | 1.01 | 44.2 | 6.37 | 1334 | 0.328
worst min path at each step:
stage                              startpoint                 endpoint  slack [ns]
after CTS             wbs_stb_o_sync1$_DFF_P_  wbs_stb_o_sync2$_DFF_P_        0.33
after global routing  wbs_cyc_o_sync1$_DFF_P_  wbs_cyc_o_sync2$_DFF_P_        0.33
final                  wbm_done_sync1$_DFF_P_   wbm_done_sync2$_DFF_P_        0.33
Power is estimated from default activity; no workload was simulated.
